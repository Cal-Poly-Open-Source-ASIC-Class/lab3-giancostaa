==> /design/flow/design.v <==
`timescale 1ns/1ps
`default_nettype        none
module DFFRAM256x32  (
        CLK,
        WE0,
        EN0,
        Di0,
        Do0,
        A0
);
       localparam A_WIDTH = 8;
       localparam NUM_WORDS = 2**A_WIDTH;
       input   wire                         CLK;
       input   wire    [3:0]                WE0;
       input   wire                         EN0;
       input   wire    [31:0]               Di0;
       output  reg     [31:0]               Do0;
       input   wire    [(A_WIDTH - 1): 0]   A0;
       reg [31:0] RAM[(NUM_WORDS-1): 0];
       always @(posedge CLK)
           if(EN0) begin
               Do0 <= RAM[A0];
               if(WE0[0]) RAM[A0][ 7: 0] <= Di0[7:0];
               if(WE0[1]) RAM[A0][15: 8] <= Di0[15:8];
               if(WE0[2]) RAM[A0][23:16] <= Di0[23:16];
               if(WE0[3]) RAM[A0][31:24] <= Di0[31:24];
           end
           else
               Do0 <= 32'b0;
    endmodule
`timescale 1ns/1ps
module dual_port_ram (
    input  logic clk_i,
    input  logic rst_n_i,
    input  logic          pA_wb_stb_i,
    input  logic [8 : 0]  pA_wb_addr_i,
    input  logic [3 : 0]  pA_wb_sel_i,
    input  logic          pA_wb_we_i,
    input  logic [31 : 0] pA_wb_data_i,
    output logic          pA_wb_stall_o,
    output logic          pA_wb_ack_o,
    output logic [31 : 0] pA_wb_data_o,
    input  logic          pB_wb_stb_i,
    input  logic [8 : 0]  pB_wb_addr_i,
    input  logic [3 : 0]  pB_wb_sel_i,
    input  logic          pB_wb_we_i,
    input  logic [31 : 0] pB_wb_data_i,
    output logic          pB_wb_stall_o,
    output logic          pB_wb_ack_o,
    output logic [31 : 0] pB_wb_data_o
);
    logic [7 : 0]  lo_A0 , hi_A0;
    logic [31 : 0] lo_Di0, hi_Di0;
    logic [31 : 0] lo_Do0, hi_Do0;
    logic          lo_EN0, hi_EN0;
    logic [3 : 0]  lo_WE0, hi_WE0;  
    DFFRAM256x32 hi_ram (
        .CLK(clk_i),
        .WE0(hi_WE0),
        .EN0(hi_EN0),
        .Di0(hi_Di0),
        .Do0(hi_Do0),
        .A0(hi_A0)
    );
    DFFRAM256x32 lo_ram (
        .CLK(clk_i),
        .WE0(lo_WE0),
        .EN0(lo_EN0),
        .Di0(lo_Di0),
        .Do0(lo_Do0),
        .A0(lo_A0)
    );
    typedef enum logic
    {
        LO_RAM = 1'b0,
        HI_RAM = 1'b1
    } ram_t;
    typedef enum logic 
    {
        PORT_B = 1'b0,
        PORT_A = 1'b1
    } port_t;
    logic collision;
    port_t prio, next_prio;
    ram_t pA_ram, pB_ram;
    always_comb begin
        pA_ram = LO_RAM;
        pB_ram = LO_RAM;
        if (pA_wb_addr_i > 255) 
            pA_ram = HI_RAM;
        if (pB_wb_addr_i > 255)
            pB_ram = HI_RAM;
    end
    logic [3 : 0] pA_WE0, pB_WE0;
    assign pA_WE0 = pA_wb_sel_i & {4{pA_wb_we_i}};
    assign pB_WE0 = pB_wb_sel_i & {4{pB_wb_we_i}};
    logic pA_lo_arb, pB_lo_arb, pA_hi_arb, pB_hi_arb;
    logic pA_lo_arb_reg, pB_lo_arb_reg, pA_hi_arb_reg, pB_hi_arb_reg;
    assign pA_lo_arb = ((collision && (prio == PORT_A))  || (!collision && pA_wb_stb_i)) && (pA_ram == LO_RAM);
    assign pB_lo_arb = ((collision && (prio == PORT_B))  || (!collision && pB_wb_stb_i)) && (pB_ram == LO_RAM);
    assign pA_hi_arb = ((collision && (prio == PORT_A))  || (!collision && pA_wb_stb_i)) && (pA_ram == HI_RAM);
    assign pB_hi_arb = ((collision && (prio == PORT_B))  || (!collision && pB_wb_stb_i)) && (pB_ram == HI_RAM);
    assign collision = ((pA_ram == pB_ram) && pA_wb_stb_i && pB_wb_stb_i); 
    logic [7 : 0] pA_wb_addr_lsb, pB_wb_addr_lsb;
    logic pA_hi_arb_ld, pA_lo_arb_ld, pB_hi_arb_ld, pB_lo_arb_ld;
    always_ff @ (posedge clk_i) begin
        if (rst_n_i == 0) begin
            prio <= PORT_B;
        end else if (collision)
            prio <= next_prio;
    end
    always_ff @ (posedge clk_i) begin
        if (rst_n_i == 0) begin
            pA_lo_arb_reg <= 0;
            pA_hi_arb_reg <= 0;
            pB_lo_arb_reg <= 0;
            pB_hi_arb_reg <= 0;
        end else begin
            pA_lo_arb_reg <= 0;
            pA_hi_arb_reg <= 0;
            pB_lo_arb_reg <= 0;
            pB_hi_arb_reg <= 0;
            if (pA_lo_arb_ld)
                pA_lo_arb_reg <= pA_lo_arb;
            if (pA_hi_arb_ld)
                pA_hi_arb_reg <= pA_hi_arb;
            if (pB_lo_arb_ld) 
                pB_lo_arb_reg <= pB_lo_arb;
            if (pB_hi_arb_ld) 
                pB_hi_arb_reg <= pB_hi_arb;
        end
    end
    assign pA_wb_addr_lsb = pA_wb_addr_i[7 : 0];
    assign pB_wb_addr_lsb = pB_wb_addr_i[7 : 0];
    always_comb begin
        pA_hi_arb_ld = 0;
        pA_lo_arb_ld = 0;
        pB_hi_arb_ld = 0;
        pB_lo_arb_ld = 0;
        pA_wb_data_o = 0;
        pA_wb_ack_o  = 0;
        pB_wb_data_o = 0;
        pB_wb_ack_o  = 0;
        pA_wb_stall_o = 0;
        pB_wb_stall_o = 0;
        next_prio = PORT_B;
        if (collision) begin
            if (prio == PORT_A) begin
                pB_wb_stall_o = 1;
                next_prio = PORT_B;
            end else if (prio == PORT_B) begin
                pA_wb_stall_o = 1;
                next_prio = PORT_A;
            end
        end
        if (pA_lo_arb && !pB_lo_arb) begin
            lo_A0  = pA_wb_addr_lsb;
            lo_Di0 = pA_wb_data_i;
            lo_EN0 = pA_wb_stb_i;
            lo_WE0 = pA_WE0;
            pA_lo_arb_ld = 1;
        end else if (!pA_lo_arb && pB_lo_arb) begin
            lo_A0  = pB_wb_addr_lsb;
            lo_Di0 = pB_wb_data_i;
            lo_EN0 = pB_wb_stb_i;
            lo_WE0 = pB_WE0;
            pB_lo_arb_ld = 1;
        end else begin
            lo_A0 = 8'hDE;
            lo_Di0 = 32'hDEADBEEF;
            lo_EN0 = 0;
            lo_WE0 = 0;
        end
        if (pA_hi_arb && !pB_hi_arb) begin
            hi_A0  = pA_wb_addr_lsb;
            hi_Di0 = pA_wb_data_i;
            hi_EN0 = pA_wb_stb_i;
            hi_WE0 = pA_WE0;
            pA_hi_arb_ld = 1;
        end else if (!pA_hi_arb && pB_hi_arb) begin
            hi_A0  = pB_wb_addr_lsb;
            hi_Di0 = pB_wb_data_i;
            hi_EN0 = pB_wb_stb_i;
            hi_WE0 = pB_WE0;
            pB_hi_arb_ld = 1;
        end else begin
            hi_A0 = 8'hDE;
            hi_Di0 = 32'hDEADBEEF;
            hi_EN0 = 0; 
            hi_WE0 = 0;
        end
        if (pA_lo_arb_reg && !pB_lo_arb_reg) begin
            pA_wb_data_o = lo_Do0;
            pA_wb_ack_o  = 1;
        end 
        if (pA_hi_arb_reg && !pB_hi_arb_reg) begin 
            pA_wb_data_o = hi_Do0;
            pA_wb_ack_o  = 1;
        end 
        if (!pA_lo_arb_reg && pB_lo_arb_reg) begin
            pB_wb_data_o = lo_Do0;
            pB_wb_ack_o = 1;
        end 
        if (!pA_hi_arb_reg && pB_hi_arb_reg) begin
            pB_wb_data_o = hi_Do0;
            pB_wb_ack_o = 1;
        end
    end
endmodule
==> /design/flow/run.sh <==
#!/bin/bash
# OpenROAD 26Q1-2900-gdf79404cd8, Yosys 0.63+post, stock flow scripts
make -C /OpenROAD-flow-scripts/flow DESIGN_CONFIG=/design/flow/config.mk WORK_HOME=/design/flow/orfs finish
==> /design/flow/config.mk <==
export PLATFORM = sky130hd
export DESIGN_NAME = dual_port_ram
export DESIGN_NICKNAME = dual_port_ram
export VERILOG_FILES = /design/flow/design.v
export SDC_FILE = /design/flow/constraint.sdc
export NUM_CORES = 4
export LEC_CHECK = 1
export CORE_UTILIZATION = 50
export SYNTH_MEMORY_MAX_BITS = 65536
==> /design/flow/constraint.sdc <==
current_design dual_port_ram

set clk_period 449.8
set clk_io_pct 0.2

create_clock -name clk0 -period $clk_period [get_ports {clk_i}]

set non_clock_inputs [all_inputs -no_clocks]
set_input_delay [expr $clk_period * $clk_io_pct] -clock clk0 $non_clock_inputs
set_output_delay [expr $clk_period * $clk_io_pct] -clock clk0 [all_outputs]
==> impl_metrics.tcl <==
# metrics dict for downstream scripts
set metrics [dict create \
    fmaxAchievable_ghz 0.00550 \
    maximum_fanout_along_the_worst_path 14 \
    p_sw_share_pct 22.1 \
    sequential_cell_area_mm2 0.493 \
    die_width_um 1110 \
    ff_type "sky130_fd_sc_hd__edfxtp_1" \
    fin_hold_ws_ns 0.889 \
    switchingPower_mw 0.711 \
    irDropWorstVdd_mv 0.00408 \
    ys_cells 36100 \
    sequential_share_of_power_pct 52.7 \
    clock_path_buffers 6 \
    setup-violations-final 0 \
    clk_ins_delay_skew_pair_ns 1.36 \
    design_power_total_mw 3.22 \
    finalSetupTns_ns 0 \
    timing.final.hold_violations 0 \
    drive_gt1_share_pct 11.4 \
    reg2reg_from "prio" \
    post-route-drc-count 0 \
    route.detailed.wl_per_inst_um 35.7 \
    final.min_clock_period_ns 181.72 \
    crit-reg2reg-capture "hi_ram.Do0[22]" \
    routed_wirelength_um 1940000 \
    worst_slew_pin_slew_ns 1.46 \
    synth.ff_latch_count 16500 \
    run_status "complete, no violations" \
    largestRegisters "hi_ram.RAM (8192), lo_ram.RAM (8192)" \
    worstSetupEndpoint "pA_wb_stall_o" \
    clkTransAtPathRegs_ns 0.06 \
    worst-r2r-setup-slack_ns 441.39 \
    synthToLayoutAreaGrowth_pct 12.7 \
    detailroute.via_count 363000 \
    final_estimated_routing_congestion_in_global_placement 0.962 \
    die_height_um 1110 \
    fillers 89400 \
    power.density_cell_area_mw_per_mm2 4.65 \
    cts-hold-fix-buffers 0 \
    synth_area_leader_cell "sky130_fd_sc_hd__edfxtp_1" \
    critical_path_class "input port to primary output" \
    hold-path-cell-count 3 \
    power.combinational.fraction_pct 5.7 \
    antenna_found_initial 155 \
    ctsHtreeMaxLevel 7 \
    cell_area_after_technology_mapping_mm2 0.615 \
    grt_setup_unrepaired "false" \
    dp_hpwl_um 1170000 \
    final_area_mm2 0.693 \
    postPlaceCellArea_mm2 0.640 \
    min_path_type "register to register" \
    power_leakage_nw 207 \
    post_cts_resized 0 \
    place.port_buffers 163 \
    cts_post_setup_buffers_inserted 0 \
    edf_count 16400 \
    drtAntennaViolNets 0 \
    synthesis.area_per_instance_um2 17.0 \
    drv_slew 0 \
    clock_sinks 16500 \
    pin_count_of_the_biggest_net_entering_global_routing 137 \
    dr.first_iter.drc_count 29700 \
    async_reset_ff_share_pct 0 \
    reg2regPathDepth 17 \
    clock_tree_from_tritoncts "done" \
    top_level_ports 164 \
    cap_violations 0 \
    worstPathArrival_ns 91.76 \
    floorplan.core_util_pct 50.1 \
    groute.usage.overall_pct 34.8 \
    netlist-cell-type-count 66 \
    critical_path_required_ns 359.84 \
    top_area_share_pct 80.0 \
    slew_headroom_pct 2.39 \
    gr-total-overflow 0 \
    firstDrtPassIters 9 \
    post_synth_inst_count 36100 \
    core_area_mm2 1.23 \
    utilization_pct 56.5 \
    multi_input_comb_area_mm2 0.111 \
    period_used_pct 40.4 \
    post_drt_via_cell_ratio 6.68 \
    synth.yosys.chip_area_mm2 0.615 \
    grt_pass1_vias 382000 \
    floorplan.die_area_mm2 1.23 \
    internal_power_mw 2.51 \
    clock_skew_ns 0.140 \
    root_buffer "sky130_fd_sc_hd__clkbuf_16" \
    critical_path.startpoint "pA_wb_addr_i[8]" \
    synth_sequential_area_ratio_pct 80.2 \
    worstSetupStartpointType "input port" \
    tritoncts.num_buffers 1696 \
    top_cells_by_area "sky130_fd_sc_hd__edfxtp_1 80%, sky130_fd_sc_hd__a32oi_1 5.1%, sky130_fd_sc_hd__a21oi_1 2.6%" \
    yosysWarningCount 2 \
    grt_first_pass_wirelength_um 2740000 \
    number_of_rows_in_the_core_area 407 \
    openroad.warnings 83 \
    worstSetupEndpointType "primary output" \
    p_clk_share_pct 41.6 \
]
## placed cells by master (no fill, tap or decap), drive strengths merged, types with 47 or more instances in the layout
cell type / instances
or2: 49
nor4: 411
a21o: 311
o22a: 60
a31oi: 214
o21ai: 95
clkdlybuf4s50: 163
o41ai: 362
a21oi: 3206
bufinv: 139
dfxtp: 69
edfxtp: 16400
o22ai: 403
nand2: 1560
nand3: 223
diode: 260
a32oi: 3589
a221oi: 477
a41oi: 89
a222oi: 1144
nand4: 47
nor2: 2116
buf: 1653
a22oi: 1198
o31ai: 53
clkbuf: 2074
a22o: 560
clkinv: 744
## worst min-delay path by stage
stage / from / to / slack [ns]
4_1_cts: prio / prio / 0.86
5_1_grt: prio / prio / 0.93
6_report: prio / prio / 0.89
## synth_stat cells, types with 69 or more instances
| cell type | instances |
|---|---|
| sky130_fd_sc_hd__o21ai_0 | 95 |
| sky130_fd_sc_hd__a21o_1 | 311 |
| sky130_fd_sc_hd__a41oi_1 | 89 |
| sky130_fd_sc_hd__o22ai_1 | 403 |
| sky130_fd_sc_hd__nor2_1 | 2115 |
| sky130_fd_sc_hd__a22oi_1 | 1197 |
| sky130_fd_sc_hd__a21oi_1 | 3206 |
| sky130_fd_sc_hd__a222oi_1 | 1144 |
| sky130_fd_sc_hd__nor4_1 | 411 |
| sky130_fd_sc_hd__a31oi_1 | 214 |
| sky130_fd_sc_hd__dfxtp_1 | 69 |
| sky130_fd_sc_hd__a221oi_1 | 477 |
| sky130_fd_sc_hd__nand2_1 | 1560 |
| sky130_fd_sc_hd__a22o_1 | 560 |
| sky130_fd_sc_hd__buf_2 | 531 |
| sky130_fd_sc_hd__a32oi_1 | 3589 |
| sky130_fd_sc_hd__edfxtp_1 | 16400 |
| sky130_fd_sc_hd__nand3_1 | 223 |
| sky130_fd_sc_hd__buf_1 | 629 |
| sky130_fd_sc_hd__o41ai_1 | 362 |
| sky130_fd_sc_hd__clkbuf_1 | 2037 |
## logic make-up after synthesis
kind of cell | after synthesis | share of synthesized area [%]
simple gates | 4520 | 3.07
flops | 16500 | 80.2
buf+inv | 3203 | 2.06
compound gates | 11900 | 14.7
xor+xnor | 1 | 0.00142
## area by class of cell
class / count / area share (%)
Tap cell: 16400 / 2.95
Inverter: 4 / 0.00217
Antenna cell: 260 / 0.0939
Multi-Input combinational cell: 16500 / 16.1
Sequential cell: 16500 / 71.2
Timing Repair Buffer: 1816 / 2.12
Clock buffer: 2074 / 6.37
Clock inverter: 949 / 1.21
## stage by stage
step / instances / setup WS, ns
after detailed placement: 51100 / 268.11
after floorplan: 36100 / 269.30
after global routing: 54300 / 267.96
final: 54400 / 268.08
after global placement: 51100 / 267.95
after CTS: 54100 / 268.09
## power groups by stage
stage	clock, mW	combinational, mW	sequential (mW)
4_1_cts	1.35	0.182	1.70
6_report	1.34	0.185	1.70
5_1_grt	1.41	0.194	1.70
## critical path, stage by stage
cell                              delay (ns)
sky130_fd_sc_hd__clkdlybuf4s50_1        0.45
sky130_fd_sc_hd__buf_4                  0.26
sky130_fd_sc_hd__xnor2_1                0.16
sky130_fd_sc_hd__and3_1                 0.23
sky130_fd_sc_hd__nor2b_1                0.19
sky130_fd_sc_hd__clkdlybuf4s50_1        0.50
## layer usage
metal,global-route usage [%],wire (um),vias to the layer above
met1,40.7,581000,180000
li1,-,-,154000
met5,2.89,4110,-
met3,26.0,339000,4426
met2,48.4,884000,24900
met4,18.1,135000,211
Power and IR drop assume default switching activity.
